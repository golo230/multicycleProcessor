[flow/run.sh]
#!/bin/bash
# OpenROAD 26Q1-2900-gdf79404cd8, Yosys 0.63+post, stock flow scripts
make -C /OpenROAD-flow-scripts/flow DESIGN_CONFIG=/design/flow/config.mk WORK_HOME=/design/flow/orfs finish
[flow/config.mk]
export PLATFORM = sky130hd
export DESIGN_NAME = alu
export DESIGN_NICKNAME = alu
export VERILOG_FILES = /design/flow/design.v
export SDC_FILE = /design/flow/constraint.sdc
export NUM_CORES = 4
export LEC_CHECK = 1
export CORE_UTILIZATION = 40
[flow/constraint.sdc]
current_design alu

set clk_period 14.7
set clk_io_pct 0.2

create_clock -name clk0 -period $clk_period

set non_clock_inputs [all_inputs -no_clocks]
set_input_delay [expr $clk_period * $clk_io_pct] -clock clk0 $non_clock_inputs
set_output_delay [expr $clk_period * $clk_io_pct] -clock clk0 [all_outputs]
[flow/design.v]
module alu(input [31:0] a, b,
    input [2:0] f,
    output [31:0] result,
    output [31:0] zero,
    output overflow,  
    output carry,  
    output negative);
      wire [31:0] mux1;
      wire [31:0] mux2or, mux2and, sum, slt;
      wire [32:0] temp;
      wire cout;
      assign mux1 = f[0] ? (~b) : b;
      assign temp = a + mux1 + f[0];
      assign sum = temp[31:0];
      assign cout = temp[32];
     assign overflow = ~(f[0] ^ a[31] ^ b[31]) & (a[31] ^ sum[31]) & ~f[1];
      assign carry = ~f[1] & cout;
      assign slt = sum[31] ^ overflow;
      assign mux2or = a | b;
      assign mux2and = a & b;
      assign result = f[2] ? slt : (f[1] ? (f[0] ? mux2or : mux2and) : sum); 
      assign negative = result[31];     
      assign zero = (result == 0);
endmodule
==> results.ini <==
[critical_path]
critPathKind=in -> out
cp-end-kind=output port
arrival_ns=7.64
crit_fanout=40
crit_required_ns=11.76
crit_start=f[0]
worst_setup_path_start_kind=primary input

[run]
max_cap_violations=0
warning_count=32

[placement]
gp_congestion=0.993
place_area_mm2=0.00420
numPortBuffers=103
dp_hpwl_mm=8.74

[pwr]
p_leak_nw=1.63
intPower_uw=105
power.total_uw=217
comb_power_share_pct=100.0
p_seq_share_pct=0
powerDensity_mw_per_mm2=51.6
p_clk_share_pct=0
peakVddDrop_v=0.0000273
swShare_pct=51.7
p_sw_uw=112

[synthesis]
syn_inst=483
synth_top_cell_by_count=a21oi_1
ys_sh_xor_pct=13.9
synthTopLogicFamily=AND-OR/OR-AND gates
area_leaders=ha_1 12%, xor2_1 10%, buf_4 7.8%
top_area_cell=ha_1
avgSynthCellArea_um2=6.78
synthesis.area_mm2=0.00328
yosysSeqAreaShare_pct=0
mux_area_share_pct=1.22
ys_area_mm2=0.00328
top_cell_area_share_pct=11.8
ys_warn_count=0
aoi_share_pct=34.1
yosys-top-cells-count=48 x a21oi_1, 44 x nand2_1, 39 x xor2_1
ys_sh_adder_pct=17.0
ys_types=71
ys_sh_simple_pct=21.1
ys_cells=483

[hold_path]
hp-class=in -> out
hp-start=b[1]

[timing]
tns_ns=0
finalHoldWorstSlack_ns=6.91
max_slew_margin_pct=53.0
max_freq_ghz=0.0945
post-route-period-util_pct=72.0
setup_viol=0
period_needed_ns=10.58
rsz0062_at_grt=no
worstMarginPinSlew_ns=0.705
final-max-slew-violation-count=0
hold_viol=0

[global_routing]
first_global_vias=3365
grt_pass1_wl_mm=17.0
antenna_found_initial=0
grt_usage_pct=24.9
grt_overflow_total=0
grt_max_degree=41

[run_status]
status=complete, no violations

[finish]
logic_area_mm2=0.00298
nFillCells=775
clock_buffers=0
layout-drive-gt1-share_pct=3.04
stdcell_area_mm2=0.00420
seq_cells=0
seq_area_um2=0
synthToLayoutAreaGrowth_pct=28.2

[clock_tree]
post_cts_buffers=0
post_cts_resized=0
cts_hold_buf=0

[die]
die_x_um=92.5
die.size.y_um=92.5
rows=32
core_mm2=0.00781
die_area_mm2=0.00856
io_pins=134
fp-utilization_pct=42.0

[drt]
n_antenna_cell=0
final_antenna_net_count=0
drc_errors=0
via_per_inst=5.60
vias=3700
firstDrtPassIters=4
drt_wl_total_mm=10.6
route.detailed.wl_per_inst_um=16.1
first_iter_violations=123

-- cell families after synthesis --
kind of cell | after synthesis
AOI/OAI and AO/OA | 168
xor gates and xnor gates | 52
adders and majority gates | 47
buffers and inverters | 71
muxes | 4
other | 1
and+or+nand+nor | 140
-- cells in the final DEF, fill, tap and decap left out, types with 5 or more instances in the layout --
cell type	n
nor3_1	10
a21oi_1	48
o21ai_0	34
conb_1	31
xnor2_1	13
o21a_1	7
o211ai_1	5
nand2_1	44
maj3_1	15
inv_1	8
xor2_1	39
clkdlybuf4s50_1	102
nand4_1	9
a211oi_1	5
a31oi_1	10
nand3_1	14
nor2_1	34
ha_1	31
o32ai_1	5
-- metrics by stage --
step	instances	setup WS (ns)	utilization (%)
after floorplan	513	4.64	-
after global placement	661	4.18	53.8
after detailed placement	661	4.09	53.8
after CTS	661	4.08	53.8
after global routing	661	3.73	53.8
final	661	4.12	53.8
-- final timing paths --
kind | to | cells after the start
max | zero[0] | 15
min | result[1] | 4
-- layer usage --
layer	vias up	GRT usage (%)	part of all wire, %
li1	1908	-	-
met1	1641	36.1	48
met2	139	40.7	45
met3	12	2.17	5.7
met4	0	3.91	1.3
met5	-	0	0
-- critical path, cell delays in order --
cell and delay [ns]:
buf_2 0.54, buf_4 0.52, xor2_1 0.19, fa_1 0.46, a211oi_1 0.30, or3b_1 0.24
a31o_2 0.23, xor2_1 0.15, a21oi_1 0.10, nor4b_1 0.30, or4b_4 0.49, nor4_2 0.26
nand4_1 0.17, nor4_2 0.24, clkdlybuf4s50_1 0.49
-- power by group through the flow --
| stage | logic, mW | clock network, mW | registers [mW] |
|---|---|---|---|
| after global routing | 0.240 | 0 | 0 |
| final | 0.217 | 0 | 0 |
| after CTS | 0.216 | 0 | 0 |
-- final cells by class --
type | instances | share of cell area [%]
inverters | 10 | 0.894
multi-input cells | 442 | 70.9
well taps | 102 | 3.04
repair buffers | 107 | 25.1
Power and IR drop assume default switching activity.
